--- flow/design.v ---
module ALU (
  input [4:0] opcode,
  input [2:0] funct3,
  input [6:0] funct7,
  input signed [31:0] rs1,
  input signed [31:0] rs2,
  input signed [31:0] imm,
  input [31:0] pc,
  output reg [31:0] result,
  output reg error
);
  reg unsigned [31:0] rs1_u;
  always@(*) begin
    rs1_u = rs1;
    error = 0;
    result = 0;
    case (opcode)
      5'b01101: result = imm;
      5'b00101: result = imm + pc;
      5'b00100:
        case (funct3)
          3'b000: result = rs1 + imm;
          3'b010: result = rs1 < imm;
          3'b011: result = rs1_u < imm;
          3'b100: result = rs1 ^ imm;
          3'b110: result = rs1 | imm;
          3'b111: result = rs1 & imm;
          default:
            case ({funct7, imm[5], funct3})
              11'b00000000001: result = rs1 << imm[4:0];
              11'b00000000101: result = rs1 >> imm[4:0];
              11'b01000000101: result = rs1 >>> imm[4:0];
              default: error = 1;
            endcase
        endcase
      5'b01100:
        case ({funct7, funct3})
          10'b0000000000: result = rs1 + rs2;
          10'b0100000000: result = rs1 - rs2;
          10'b0000000001: result = rs1 << rs2;
          10'b0000000010: result = rs1 < rs2;
          10'b0000000011: result = rs1_u < rs2;
          10'b0000000100: result = rs1 ^ rs2;
          10'b0000000101: result = rs1 >> rs2;
          10'b0100000101: result = rs1 >>> rs2;
          10'b0000000110: result = rs1 | rs2;
          10'b0000000111: result = rs1 & rs2;
          default: error = 1;
        endcase
      default: error = 1;
    endcase
  end
endmodule
--- flow/run.sh ---
#!/bin/bash
# OpenROAD 26Q1-2900-gdf79404cd8, Yosys 0.63+post, stock flow scripts
make -C /OpenROAD-flow-scripts/flow DESIGN_CONFIG=/design/flow/config.mk WORK_HOME=/design/flow/orfs finish
--- flow/config.mk ---
export PLATFORM = sky130hd
export DESIGN_NAME = ALU
export DESIGN_NICKNAME = ALU
export VERILOG_FILES = /design/flow/design.v
export SDC_FILE = /design/flow/constraint.sdc
export NUM_CORES = 4
export LEC_CHECK = 1
export CORE_UTILIZATION = 40
--- flow/constraint.sdc ---
current_design ALU

set clk_period 24.7
set clk_io_pct 0.2

create_clock -name clk0 -period $clk_period

set non_clock_inputs [all_inputs -no_clocks]
set_input_delay [expr $clk_period * $clk_io_pct] -clock clk0 $non_clock_inputs
set_output_delay [expr $clk_period * $clk_io_pct] -clock clk0 [all_outputs]
==> impl_results.rst <==
Synthesis and place-and-route
=============================

.. list-table::
   :header-rows: 1

   * - Metric
     - Value
   * - Outcome
     - finished, final reports clean
   * - Ordered list of cells on the worst path
     - clkdlybuf4s50_1, inv_1, ha_1, inv_1, fa_1, nand2b_1, a221oi_1, o2bb2ai_1, o21ai_1, a21oi_1, o31ai_1, a31oi_1, o21bai_1, a2111oi_0, or3b_1, clkdlybuf4s50_1
   * - FILL cells
     - 4866
   * - Min cycle time layout
     - 15.42 ns
   * - Total congestion overflow after global routing
     - 0
   * - Number of failing setup endpoints in the final timing report
     - 0
   * - Number of vias in the routed layout
     - roughly 25000
   * - Largest incremental delay on the critical path
     - 1.04 ns
   * - Top-level port count
     - roughly 180
   * - Fraction of final layout cells with drive strength greater than 1
     - 9.77%
   * - Yosys-reported design area after synthesis
     - just under 20000 µm²
   * - DR pass1 iterations
     - 8
   * - Worst-path cell with the longest stage delay
     - sky130_fd_sc_hd__a221oi_1
   * - Total of buffers placed on input and output ports
     - between 150 and 200
   * - Power density relative to cell area
     - 21.8 nW/µm²
   * - WHS
     - 11.04 ns
   * - Wire length after detailed routing
     - roughly 120000 µm
   * - Worst hold path type
     - in2out
   * - Startpoint type of the worst setup path
     - primary input
   * - FP Core Util
     - between 40% and 50%
   * - Most frequent logic cells in the routed design
     - 320 x sky130_fd_sc_hd__nor2_1, 269 x sky130_fd_sc_hd__nand2_1, 243 x sky130_fd_sc_hd__a21oi_1
   * - DRC viols
     - 0
   * - Worst setup path category
     - in2out
   * - Worst path arrival time
     - 10.48 ns
   * - Final worst path period share
     - a little over three fifths
   * - Final-report max-slew violation count
     - 0
   * - Number of buffers and inverters on the critical path
     - 4
   * - Area of the die
     - 49200 µm²
   * - Die H
     - 222 µm
   * - Post-DRT Antenna Nets
     - 0
   * - Mean instance size in the synthesized netlist
     - 6.79 µm²
   * - Post-DP HPWL
     - around 90000 µm
   * - Count of maximum capacitance violations
     - 0
   * - Top achievable clock speed
     - 0.0648 GHz
   * - Gpl congestion
     - 1.15
   * - Netlist cell types
     - 104
   * - Initial antenna violation count
     - 8
   * - Switching share of total power
     - 63.8%
   * - Total instance count after detailed placement
     - around 3500
   * - Reported net switching power
     - 0.301 mW
   * - Warnings, synthesis
     - 1
   * - Hold Startpoint
     - opcode[0]
   * - Worst-path maximum fanout
     - 12
   * - Number of OpenROAD warnings
     - 165
   * - Most frequent logic cell in the layout
     - sky130_fd_sc_hd__nor2_1
   * - Worst slew pin tran
     - 1.28 ns
   * - Hold Path Sink
     - error
   * - Worst supply voltage drop on vdd
     - 17.0 µV
   * - Global-route wire length before repair
     - 168000 µm
   * - Footprint of the flip-flops and latches
     - 0 µm²
   * - Floorplan Core Area
     - 47700 µm²
   * - Number of buffers inserted to repair setup after CTS
     - 0
   * - Area overhead of the layout relative to synthesis
     - 11.9%
   * - Unrepaired setup endpoints after global routing
     - no
   * - Setup crit end kind
     - output pin
   * - PnR Total Power
     - between 0.4 and 0.5 mW
   * - Cell Rows
     - 80
   * - Worst slew margin relative to its limit
     - 14.7%
   * - Count of placed standard cells in the final layout, fillers left out
     - 3503
   * - Largest net degree at the start of global routing
     - around 66
   * - Cell total in the yosys stat output
     - 2848
   * - Area of combinational cells with multiple inputs
     - 17700 µm²
   * - Average detailed-routed wire length per instance
     - about 34 µm
   * - Post-synthesis cell area
     - 19300 µm²
   * - Setup TNS after final layout
     - 0 ns
   * - Mapped Cells
     - 2848
   * - Hold Vio Cnt, Final
     - 0
   * - Post-CTS sizing
     - 0
   * - Flip-flop and latch count
     - 0
   * - Violation count after the first detailed-routing iteration
     - about 3700
   * - Hold-fix buffers at CTS
     - 0
   * - Vias in the first global route
     - approximately 23000
   * - Routed vias/inst
     - between 7 and 8
   * - Hold-critical path depth
     - 3
   * - Global-route usage over all layers
     - 48.0%
   * - Worst EP required
     - about 20 ns
   * - Horiz. Die Dim
     - ~220 µm
   * - Leakage dissipation
     - 8.79 nW
   * - Cell family with most CP delay
     - AND-OR/OR-AND gates
   * - Share of the yosys chip area belonging to registers
     - 0%
   * - Clock buffer cells
     - 0
   * - Internal Pwr Total
     - 0.171 mW
## cell type report
| type | instances | area share [%] |
|---|---|---|
| Timing Repair Buffer | 284 | 11.6 |
| Multi-Input combinational cell | 2427 | 81.8 |
| Tap cell | 615 | 3.56 |
| Inverter | 176 | 3.05 |
| Antenna cell | 1 | 0.0116 |
## how the worst max path moves through the flow
stage                 startpoint         end  slack, ns  depth (start not counted)
after global routing      rs1[0]  result[20]       9.25                         15
after CTS                 rs1[0]  result[30]       9.65                         16
final                     rs1[0]   result[0]       9.28                         16
## kinds of logic (layout without fill, tap and decap cells)
group	Yosys count	after routing	share of synthesized area, %
AOI/OAI and AO/OA	1009	1009	34.7
xor gates and xnor gates	73	73	3.31
and+or+nand+nor	888	888	20.8
muxes	225	225	17.3
other	0	1	0
buffers and inverters	421	460	8.74
adders and majority gates	232	232	15.2
## layer usage
layer	share of wire, %	wire length, µm	vias to the layer above	GRT usage, %
met1	38	44800	11700	61.1
met4	8.4	9940	8	30.8
met2	39	46300	1984	65.2
li1	-	-	10700	-
met3	15	17500	447	22.3
met5	0.085	101	-	0.880
## Yosys cell counts, drive strengths merged (13+ instances only)
cell type | count | area, µm²
nor3 | 70 | 355
o21ai | 211 | 1060
nand2 | 269 | 1010
mux2i | 110 | 1100
nor2b | 16 | 108
a211oi | 59 | 448
o311ai | 14 | 123
xnor2 | 60 | 526
or3 | 16 | 106
nor4 | 33 | 219
o31ai | 32 | 240
o21bai | 24 | 180
a211o | 17 | 150
o21a | 14 | 105
xor2 | 13 | 114
a21boi | 14 | 105
nand3 | 55 | 275
clkbuf | 163 | 613
a31oi | 33 | 213
a221oi | 52 | 479
buf | 82 | 417
mux4 | 84 | 1890
inv | 171 | 642
mux2 | 31 | 349
nor2 | 323 | 1220
a221o | 13 | 130
nand2b | 26 | 163
o211ai | 42 | 315
a22oi | 35 | 263
a21oi | 243 | 1220
o22ai | 50 | 313
nand4 | 24 | 156
a21o | 45 | 339
ha | 228 | 2850
## power by group through the flow
| stage | clock (mW) | sequential (mW) | combinational, mW |
|---|---|---|---|
| after global routing | 0 | 0 | 0.494 |
| after CTS | 0 | 0 | 0.450 |
## stage by stage
stage / cell area, µm² / setup slack (ns) / utilization [%]
2_1_floorplan: 19300 / 11.49 / -
3_3_place_gp: 21600 / 9.69 / 45.3
3_5_place_dp: 21600 / 9.62 / 45.3
4_1_cts: 21600 / 9.65 / 45.3
5_1_grt: 21600 / 9.25 / 45.3
6_report: 21600 / 9.28 / 45.3
## worst min-delay path: cells and delay by family
family,cells,cell delay (ns)
buf+inv,2,1.02
compound gates,1,0.14
No activity file was given, so power comes from the tool's default toggle rates.
