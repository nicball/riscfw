## flow/run.sh

```bash
#!/bin/bash
# OpenROAD 26Q1-2900-gdf79404cd8, Yosys 0.63+post, stock flow scripts
make -C /OpenROAD-flow-scripts/flow DESIGN_CONFIG=/design/flow/config.mk WORK_HOME=/design/flow/orfs finish
```

## flow/config.mk

```make
export PLATFORM = sky130hd
export DESIGN_NAME = BU
export DESIGN_NICKNAME = BU
export VERILOG_FILES = /design/flow/design.v
export SDC_FILE = /design/flow/constraint.sdc
export NUM_CORES = 4
export LEC_CHECK = 1
export CORE_UTILIZATION = 30
```

## flow/constraint.sdc

```tcl
current_design BU

set clk_period 13.1
set clk_io_pct 0.2

create_clock -name clk0 -period $clk_period

set non_clock_inputs [all_inputs -no_clocks]
set_input_delay [expr $clk_period * $clk_io_pct] -clock clk0 $non_clock_inputs
set_output_delay [expr $clk_period * $clk_io_pct] -clock clk0 [all_outputs]
```

## flow/design.v

```verilog
module BU (
  input [31:0] pc,
  input [4:0] opcode,
  input [2:0] funct3,
  input signed [31:0] rs1,
  input signed [31:0] rs2,
  input signed [31:0] imm,
  output reg link,
  output reg [31:0] target,
  output reg taken,
  output reg error
);
  reg [31:0] rs1_u;
  always@(*) begin
    link = 0;
    target = 0;
    taken = 0;
    error = 0;
    rs1_u = rs1;
    case (opcode)
      5'b11011: begin
        link = 1;
        target = pc + imm;
      end
      5'b11001:
        if (funct3 == 3'b000) begin
          link = 1;
          target = (rs1 + imm) & ~1;
        end
        else error = 1;
      5'b11000: begin
        target = pc + imm;
        case (funct3)
          3'b000: taken = rs1 == rs2;
          3'b001: taken = rs1 != rs2;
          3'b100: taken = rs1 < rs2;
          3'b101: taken = rs1 >= rs2;
          3'b110: taken = rs1_u < rs2;
          3'b111: taken = rs1_u >= rs2;
          default: error = 1;
        endcase
      end
      default: error = 1;
    endcase
  end
endmodule
```

==> results.json <==
{
  "grt.overflow.total": 0,
  "cpMaxStageDelayCell": "clkdlybuf4s50_1",
  "detailedRoute.firstIterationViolations": 398,
  "synthesis.yosys.warnings": 1,
  "hold_violations": 0,
  "critical_path.endpoint_type": "primary output",
  "cap_violations": 0,
  "synthesis.area_per_instance_sq_um": 7.069,
  "cellPowerDensity_mw_per_mm2": 39.92,
  "start_kind": "primary input",
  "place_ws_ps": 4485,
  "post_synth_inst_count": 643,
  "worst-path-buf-inv": 2,
  "switching_share": 0.5083,
  "gr-usage-all-layers": 0.2150,
  "worstPathCellList": "clkdlybuf4s50_1, ha_1, fa_1, a211oi_1, o21bai_1, nand4_1, a21o_1, a21o_1, a21oi_1, o21a_1, o31ai_1, clkdlybuf4s50_1",
  "power_leakage_nw": 2.795,
  "area_leaders": "ha_1 (26%), a21oi_1 (7.0%), a21o_1 (5.6%), xnor2_1 (5.2%), xor2_1 (4.0%)",
  "ys_cells": 643,
  "drt-wirelength-per-cell_microns": 17.15,
  "fraction_of_layout_instances_using_a_drive_strength_above_1": 0.03106,
  "hold_slack_ps": 6264,
  "clock_buffers": 0,
  "layout_top_cell_excl_fill_tap": "clkdlybuf4s50_1",
  "initial_utilization": 0.3104,
  "areaGrowthSynthToFinish_pct": 42.06,
  "timing.critical_path.slowest_cell_delay_ps": 530,
  "critical_path_class": "in2out",
  "postCtsHoldBufs": 0,
  "timing.hold.worst.class": "in2out",
  "route.antenna.diode_count": 0,
  "run_status": "completed",
  "worst-slew-pin-transition_ps": 774.0,
  "post_cts_resize_count": 0,
  "final_core_util": 0.4410,
  "core-area_sq_mm": 0.01464,
  "drt_wl_total_microns": 16960,
  "buffer_ports.inserted": 171,
  "antenna_violations_before_repair": 0,
  "setup_repair_after_global_routing_missed_its_margin": "no",
  "finalMaxSlewViolations": 0,
  "p_int_uw": 126.7,
  "fmax_ghz": 0.1156,
  "finalCritPeriodShare": 0.6605,
  "floorplan.io_pins": 171,
  "fin_crit_ps": 8653,
  "cts_setup_buffers": 0,
  "worstPathArrival_ps": 6030,
  "synth.yosys.seq_area_share": 0,
  "global_route_wire_length_before_repair_microns": 26860,
  "layout_top_cells_excl_fill_tap": "clkdlybuf4s50_1 (171), ha_1 (93), a21oi_1 (64)",
  "layout.filler_cells": 1476,
  "critical_path_peak_fanout": 5,
  "hpwl_microns": 14840,
  "timing.slew.headroom": 0.4706,
  "via_count_of_the_first_global_routing_pass": 5239,
  "seq_power_share": 0,
  "flop_area_sq_um": 0,
  "dr_total_vias": 5431,
  "multiInputGateArea_sq_mm": 0.004313,
  "power_switching_uw": 131.0,
  "grt_max_degree": 26,
  "flops": 0,
  "worst_ir_drop_vdd_uv": 14.66,
  "power_frac_comb": 1.000,
  "crit_start": "imm[0]",
  "hold_path.startpoint": "opcode[1]",
  "worst_endpoint_required_time_ps": 10480,
  "dieWidth_microns": 125.1,
  "yosysTopAreaCell": "ha_1",
  "openroad.warnings": 32,
  "num_rows": 44,
  "timing.critical_path.max_delay_family": "AND-OR/OR-AND gates",
  "yosys.area.top_type_share": 0.2560,
  "syn-cell-area_sq_mm": 0.004546,
  "power.clock.fraction": 0,
  "totalNegativeSetupSlack_ps": 0,
  "setup_viol": 0,
  "yosysUniqueCellTypes": 71,
  "detailedRoute.firstPassIterationCount": 19,
  "gp_congestion": 0.9084,
  "ant_nets": 0,
  "synth_chip_area_sq_mm": 0.004546,
  "post-route-drc-count": 0,
  "vias_per_cell": 5.491,
  "post-layout-total-power_uw": 257.7,
  "die.size.y_microns": 125.1,
  "post-route-worst-setup-slack_ps": 4447,
  "die_area_sq_mm": 0.01565
}
## area by class of cell
cell class	instances	share of cell area
inverters	48	0.02790
multi-input cells	583	0.6679
well taps	184	0.03565
repair buffers	174	0.2686
## stage by stage
| step | area (sq um) | instances |
|---|---|---|
| 4_1_cts | 6457 | 989 |
| 3_5_place_dp | 6457 | 989 |
| 2_1_floorplan | 4546 | 643 |
| 6_report | 6457 | 989 |
| 3_3_place_gp | 6457 | 989 |
| 5_1_grt | 6457 | 989 |
## worst min-delay path, cell delays in order
cell	delay, ps
clkdlybuf4s50_1	470
nand3_1	100
nand2_1	50
clkdlybuf4s50_1	400
## per-layer routing
metal	track usage	vias to the layer above	part of all wire
li1	-	2808	-
met1	0.3153	2460	0.50
met2	0.3595	155	0.45
met3	0.01526	8	0.038
met4	0.01578	0	0.0068
met5	0	-	0
## cells in the mapped netlist, types with 6 or more instances
library cell   n
xnor2_1       27
o21a_1        18
nor2b_1        9
a31oi_1       11
and2_1         6
nor4_1         6
nand4_1       17
nor2_1        33
a21o_1        34
o211ai_1       9
nor3_1        15
a211oi_1       7
xor2_1        21
o22ai_1       21
a21oi_1       64
nand3_1       17
o21ai_0       31
nand2_1       45
ha_1          93
and3_1         7
o21bai_1       6
inv_1         48
clkbuf_1       8
## power by group through the flow
stage                 clock network, mW  registers (mW)  logic (mW)
after global routing                  0               0       0.285
final                                 0               0       0.258
after CTS                             0               0       0.257
## kinds of logic (layout without fill, tap and decap cells)
logic type                 after synthesis  in the layout  synth area share
adders and majority gates               95             95            0.2648
buffers and inverters                   60            222           0.05202
xor gates and xnor gates                48             48           0.09249
and+or+nand+nor                        183            183            0.2064
AOI/OAI and AO/OA                      256            256            0.3821
muxes                                    1              1          0.002202
## worst paths after layout
check  cells after the start          to
max                       12  target[28]
min                        4        link
No activity file was given, so power comes from the tool's default toggle rates.
