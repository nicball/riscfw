### flow/design.v
module RegFile (
  input clk,
  input reset,
  input [4:0] read_addr_1,
  input [4:0] read_addr_2,
  input write_enable,
  input [4:0] write_addr,
  input [31:0] write_data,
  output [31:0] read_data_1,
  output [31:0] read_data_2
);
  reg [31:0] regfile[31:0];
  assign read_data_1 = read_addr_1 ? regfile[read_addr_1] : 0;
  assign read_data_2 = read_addr_2 ? regfile[read_addr_2] : 0;
  reg [31:0] i;
  always@(posedge clk) begin
    if (reset) begin
      for (i = 0; i < 32; ++i) begin
        regfile[i] <= 0;
      end
    end
    else begin
      if (write_enable) begin
        regfile[write_addr] <= write_data;
      end
    end
  end
endmodule
### flow/run.sh
#!/bin/bash
# OpenROAD 26Q1-2900-gdf79404cd8, Yosys 0.63+post, stock flow scripts
make -C /OpenROAD-flow-scripts/flow DESIGN_CONFIG=/design/flow/config.mk WORK_HOME=/design/flow/orfs finish
### flow/config.mk
export PLATFORM = sky130hd
export DESIGN_NAME = RegFile
export DESIGN_NICKNAME = RegFile
export VERILOG_FILES = /design/flow/design.v
export SDC_FILE = /design/flow/constraint.sdc
export NUM_CORES = 4
export LEC_CHECK = 1
export CORE_UTILIZATION = 50
### flow/constraint.sdc
current_design RegFile

set clk_period 15.3
set clk_io_pct 0.2

create_clock -name clk0 -period $clk_period [get_ports {clk}]

set non_clock_inputs [all_inputs -no_clocks]
set_input_delay [expr $clk_period * $clk_io_pct] -clock clk0 $non_clock_inputs
set_output_delay [expr $clk_period * $clk_io_pct] -clock clk0 [all_outputs]
==> COMMIT_EDITMSG <==
Update PnR metrics after Yosys + OpenROAD run

* Result of the run: complete, no violations
* Tightest Hold Check Type: in -> reg
* OpenROAD warning count: 26
- Final critical path time including I/O delays and setup: 10.39 ns
- CP max stage delay: 0.80 ns
* Clock tree root driver cell: sky130_fd_sc_hd__clkbuf_16
- Kind of start point of the critical path: input port
- The synthesis report names the predominant flop master as sky130_fd_sc_hd__edfxtp_1.
- Dividing the synthesized area by the synthesized cell count gives 15.31 µm².
- Clk sink count: 1024
- The clock tree synthesis step divided the H-tree into 3 levels.
* Total inserted antenna cells: 0
- STA classifies the critical path endpoint as an output port.
- The first detailed-routing pass ran for 5 iterations.
- Pin count of the biggest net entering global routing: 78
- Combinational Power Share: 12.1%
* Flip-flop count of the largest register, all copies and words added: 1024
- The clock network is responsible for 39.8% of the overall power.
- The horizontal die dimension reported for this design is 332.0 µm.
- Global routing consumed, over all layers together, 37.43% of the routing resources.
- TritonRoute reported its final design rule violation total as 0.
- For this design the static power due to leakage is 20.86 nW.
* Final-report setup violation count: 0
- Number of antenna violations at the first check in global routing: 1
- Power per cell area: 113.4 mW/mm²
- Crit-path cells: buf_8 -> buf_4 -> buf_4 -> buf_4 -> mux4_2 -> nor2b_1 -> a211oi_1 -> nor4_1 -> clkdlybuf4s50_1
* Unrepaired setup endpoints after global routing: false
- The filler cells instantiated in the layout total 7957.
- Fraction of the mapped netlist area in simple logic gates: 13.65%
- TritonCTS built the clock tree.
- Cell depth of the worst setup path: 9
- Post-Route WL: 182700 µm
* Yosys stat area: 0.05444 mm²
- Worst Tran Pin Value: 1.253 ns
- Number of warnings printed during yosys synthesis: 1
* Worst slack, placed: 4.989 ns
- The number of cells reported by Yosys stat comes to 3555.
- The registers reported with the highest flop counts are regfile (1024).
* Number of clock buffers inserted by TritonCTS: 110
* Vias in the first global route: 36710
- Maximum vdd ir drop: 0.1023 mV
* Largest fanout on the critical path: 48
- Kind of critical path: in -> out
- The synthesis report gives the async set-or-reset register share as 0%.
* Fraction of final layout cells sized beyond drive strength 1: 24.98%
- The internal power of the cells totals 5.228 mW.
* Max-capacitance violation count: 0
- Clock-pin slew was measured on the worst setup and hold paths at 0.06 ns.
- Buffers inserted to repair hold after CTS numbered 0.
- Buffers added on ports: 113
* Critical path arrival: 7.33 ns
- Bufs on Longest Clock Path: 3
- The synthesized design contains 1024 enable-type register cells.
* Cells after synthesis: 3555
- Setup TNS after final layout: 0 ns
* Vertical die dimension: 332.0 µm
- Final core utilization: 56.53%
- Setup slack on the critical path of the routed design comes to 4.905 ns.
* CP dominant cell by count: sky130_fd_sc_hd__buf_4
- The global route stage reports its total congestion overflow as 0.
- Before any placement, the netlist area is recorded as 0.05444 mm².
* Routed vias: 33190
- I/O pins: 114
* Area fraction in compound gates after synthesis: 3.687%
- Final number of hold-violating endpoints: 0
- Library cell contributing the largest single delay on the critical path: sky130_fd_sc_hd__nor4_1
* Fraction of the core area occupied by cells at floorplan: 50.64%
* Sequential share of the synthesized area: 56.48%
- Period Utilization, post-route: 67.94%
- Number of unique standard cell types used by synthesis: 44
- Top cell family by delay on the critical path: buffers and inverters
- Post-synth regs: 1024
- Hold path cells: 3
- The core region is 0.1075 mm².
- Per the breakdown, switching nets consume 24.11% of all power.
* Count of nets left with antenna violations after detail routing: 0
- In this run the power spent charging and discharging nets is 1.661 mW.
- Top-area cell share: 56.48%
- The synthesis run identifies the leading combinational cell family as multiplexers.
- Top register by number of flip-flops: regfile
- Cell type with the highest aggregate area in the netlist: sky130_fd_sc_hd__edfxtp_1
- Adder-cell area share of the yosys netlist: 0%
* Fin. max-slew vios: 0
- After Yosys synthesis, XOR and XNOR cells account for 0% of the synthesized area.
* Count of cells resized by post-cts repair: 0
- Bufs and invs on worst path: 5
- Core Rows: 120
- Multiplexer share of the synthesized area: 22.86%
* Average detailed-routed wire length per instance: 36.09 µm
- The data required time reported for the critical path is 12.24 ns.
- The detailed router finished its first iteration with 2119 violations.
* Die Size: 0.1102 mm²
- The main area contributors are sky130_fd_sc_hd__edfxtp_1 56%, sky130_fd_sc_hd__mux4_2 19%, sky130_fd_sc_hd__and2_1 12%.
- Per the detail_route report, vias per standard cell equal 6.556.
- Registers are responsible for 48.1% of the overall power.
- P&R area growth vs syn: 11.64%
- The first global-routing pass estimated 260800 µm of wire.
* Worst max-slew margin expressed relative to the limit: 14.28%
- The highest clock rate this design can be run at is 96.20 MHz.
- # Post-CTS Setup Buffers: 0
- The congestion estimate from routability-driven global placement came to 0.9053.
- The HPWL after detailed placement is 103400 µm.
-- power by group through the flow --
| stage | clock, mW | sequential (mW) | combinational, mW |
|---|---|---|---|
| 6_report | 2.74 | 3.32 | 0.831 |
| 5_1_grt | 2.87 | 3.33 | 0.866 |
| 4_1_cts | 2.76 | 3.32 | 0.823 |
-- logic make-up after synthesis --
| kind of cell | after synthesis |
|---|---|
| buffers and inverters | 393 |
| flip-flops | 1024 |
| multiplexers | 659 |
| AND/OR/NAND/NOR | 1213 |
| AND-OR/OR-AND | 266 |
-- layout by cell type, fill, tap and decap left out, drive strengths merged, types with 6 or more instances in the layout --
master,synthesis,final
and2,1027,1027
edfxtp,1024,1024
mux4,464,464
buf,117,186
mux2i,161,161
clkbuf,273,139
clkdlybuf4s50,0,105
o22ai,103,103
a2111oi,61,61
nor3,54,54
a22o,51,51
clkinv,0,44
nor2,39,39
mux2,34,34
or2,34,34
a22oi,18,18
nor2b,17,17
bufinv,0,16
nand2,11,11
a21oi,10,10
a211oi,6,6
nand2b,6,6
-- per-layer routing --
metal	GRT usage (%)	part of all wire (%)
met2	52.60	46
met4	15.06	5.5
met3	27.91	18
met1	44.92	31
met5	4.212	0.23
-- synthesized netlist by cell type, types with 5 or more instances --
library cell	n
sky130_fd_sc_hd__a211oi_1	6
sky130_fd_sc_hd__a2111oi_0	59
sky130_fd_sc_hd__nor2_1	39
sky130_fd_sc_hd__a21oi_1	10
sky130_fd_sc_hd__nand2_1	11
sky130_fd_sc_hd__nor3_1	54
sky130_fd_sc_hd__a22o_1	51
sky130_fd_sc_hd__and2_1	1027
sky130_fd_sc_hd__mux2i_1	161
sky130_fd_sc_hd__nand3b_1	5
sky130_fd_sc_hd__buf_4	45
sky130_fd_sc_hd__mux2_2	34
sky130_fd_sc_hd__edfxtp_1	1024
sky130_fd_sc_hd__mux4_2	464
sky130_fd_sc_hd__or2_2	34
sky130_fd_sc_hd__clkbuf_1	272
sky130_fd_sc_hd__buf_2	40
sky130_fd_sc_hd__a22oi_1	18
sky130_fd_sc_hd__o221ai_1	5
sky130_fd_sc_hd__buf_1	19
sky130_fd_sc_hd__nand2b_1	6
sky130_fd_sc_hd__nand3_1	5
sky130_fd_sc_hd__nor2b_1	17
sky130_fd_sc_hd__buf_6	10
sky130_fd_sc_hd__o22ai_1	103
-- worst min-delay path: cells and delay by family --
kind | cells | cell delay, ns
simple gates | 1 | 0.17
buf+inv | 2 | 0.62
-- final timing paths --
check / to / start
setup / recovery: read_data_1[27] / read_addr_1[2]
hold / removal: regfile[20][14]$_SDFFCE_PN0P_ / write_data[14]
-- cell type report --
class                      count  area [µm²]  share of cell area, %
multi-input combinational   2138       22090                  36.34
timing repair buffer         291        2510                  4.130
tap                         1403        1755                  2.888
clock buffer                 139        2947                  4.848
inverter                       3       11.26                0.01853
clock inverter                64       714.4                  1.176
sequential                  1024       30750                  50.60
-- per-stage QoR --
stage,hold WS [ns],instances,instance area [µm²],power [mW]
after floorplan,3.258,3555,54440,3.820
after global placement,4.023,4859,57110,4.175
after detailed placement,4.044,4859,57110,4.190
after CTS,3.295,5062,60770,6.904
after global routing,3.326,5062,60770,7.070
final,3.317,5062,60770,6.889
Power and IR drop assume default switching activity.
